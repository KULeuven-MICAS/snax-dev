**design.v**
```verilog
module csr_mux_demux #(
  parameter int unsigned AddrSelOffSet   = 8,
  parameter int unsigned TotalRegCount   = 8,
  parameter int unsigned RegDataWidth    = 32,
  parameter int unsigned MaxRegAddrWidth = $clog2(TotalRegCount)
)(
  input  logic [MaxRegAddrWidth-1:0]      csr_req_addr_i,
  input  logic [   RegDataWidth-1:0]      csr_req_data_i,
  input  logic                            csr_req_wen_i,
  input  logic                            csr_req_valid_i,
  output logic                            csr_req_ready_o,
  output logic [   RegDataWidth-1:0]      csr_rsp_data_o,
  output logic                            csr_rsp_valid_o,
  input  logic                            csr_rsp_ready_i,
  output logic [1:0][MaxRegAddrWidth-1:0] acc_csr_req_addr_o,
  output logic [1:0][   RegDataWidth-1:0] acc_csr_req_data_o,
  output logic [1:0][0:0]                 acc_csr_req_wen_o,
  output logic [1:0][0:0]                 acc_csr_req_valid_o,
  input  logic [1:0][0:0]                 acc_csr_req_ready_i,
  input  logic [1:0][   RegDataWidth-1:0] acc_csr_rsp_data_i,
  input  logic [1:0][0:0]                 acc_csr_rsp_valid_i,
  output logic [1:0][0:0]                 acc_csr_rsp_ready_o
);
  logic sel_output;
  assign sel_output = (csr_req_addr_i >= AddrSelOffSet);
  logic [MaxRegAddrWidth-1:0] csr_addr_offset;
  assign csr_addr_offset = csr_req_addr_i - AddrSelOffSet;
  always_comb begin
    acc_csr_req_addr_o[0]  = ( sel_output ) ? '0 : csr_req_addr_i;
    acc_csr_req_data_o[0]  = ( sel_output ) ? '0 : csr_req_data_i;
    acc_csr_req_wen_o[0]   = ( sel_output ) ? '0 : csr_req_wen_i;
    acc_csr_req_valid_o[0] = ( sel_output ) ? '0 : csr_req_valid_i;
    acc_csr_req_addr_o[1]  = ( sel_output ) ? csr_addr_offset : '0;
    acc_csr_req_data_o[1]  = ( sel_output ) ? csr_req_data_i   : '0;
    acc_csr_req_wen_o[1]   = ( sel_output ) ? csr_req_wen_i     : '0;
    acc_csr_req_valid_o[1] = ( sel_output ) ? csr_req_valid_i : '0;
    csr_req_ready_o = ( sel_output ) ? acc_csr_req_ready_i[1] : acc_csr_req_ready_i[0];
  end
  always_comb begin
    csr_rsp_data_o  = ( acc_csr_rsp_valid_i[1] ) ? acc_csr_rsp_data_i[1]  : acc_csr_rsp_data_i[0];
    csr_rsp_valid_o = ( acc_csr_rsp_valid_i[1] ) ? acc_csr_rsp_valid_i[1] : acc_csr_rsp_valid_i[0];
    acc_csr_rsp_ready_o[1] = ( acc_csr_rsp_valid_i[1] ) ? csr_rsp_ready_i : '0;
    acc_csr_rsp_ready_o[0] = ( acc_csr_rsp_valid_i[1] ) ? '0              : csr_rsp_ready_i;
  end
endmodule
```
**run.sh**
```bash
#!/bin/bash
# OpenROAD 26Q1-2900-gdf79404cd8, Yosys 0.63+post, stock flow scripts
make -C /OpenROAD-flow-scripts/flow DESIGN_CONFIG=/design/flow/config.mk WORK_HOME=/design/flow/orfs finish
```
**config.mk**
```make
export PLATFORM = sky130hd
export DESIGN_NAME = csr_mux_demux
export DESIGN_NICKNAME = csr_mux_demux
export VERILOG_FILES = /design/flow/design.v
export SDC_FILE = /design/flow/constraint.sdc
export NUM_CORES = 4
export LEC_CHECK = 1
export CORE_AREA = 10 10 91 91
export DIE_AREA = 0 0 101 101
```
**constraint.sdc**
```tcl
current_design csr_mux_demux

set clk_period 1.0
set clk_io_pct 0.2

create_clock -name clk0 -period $clk_period

set non_clock_inputs [all_inputs -no_clocks]
set_input_delay [expr $clk_period * $clk_io_pct] -clock clk0 $non_clock_inputs
set_output_delay [expr $clk_period * $clk_io_pct] -clock clk0 [all_outputs]
```
==> results.json <==
{
  "status": "complete, but fails checks",
  "violations": "setup timing",
  "worstPathCellList": "buf_12, buf_12, buf_4, mux2_4, buf_6",
  "crit_buf_inv": 4,
  "critPathRequiredTime_ps": 800,
  "drtAntennaViolNets": 0,
  "fp.coreArea_um2": 6350,
  "drt_pass1_iterations": 2,
  "placed_cells": 254,
  "area_delta_synth_final_pct": 69.8,
  "die_w_um": 101,
  "grt_overflow": 0,
  "crit_path_end_kind": "primary output",
  "power_density_nw_per_um2": 357,
  "final_core_util_pct": 29.8,
  "max_freq_ghz": 0.842,
  "stdcell_count": 266,
  "fin_ws_ps": -188,
  "fillCellCount": 661,
  "p_leak_uw": 0.00111,
  "die_h_um": 101,
  "ys_seq_share_pct": 0,
  "cpMaxStageDelayCell": "mux2_4",
  "critPathTopFamily": "buffers and inverters",
  "die_area_um2": 10200,
  "wl_um": 4210,
  "grt_usage_pct": 6.70,
  "drv_cap": 0,
  "path_depth": 5,
  "grt_pass1_vias": 1000,
  "period_needed_ps": 1190,
  "ctsHoldBuffers": 0,
  "fin_setup_tns_ps": -3970,
  "syn_inst": 115,
  "nClkBuffers": 0,
  "crit_type": "primary input to primary output",
  "synth_cell_types": 10,
  "tool_warnings": 35,
  "viasPerCell": 3.29,
  "peakVddDrop_mv": 0.180,
  "row_count": 29,
  "gp_congestion": 0.730,
  "start_kind": "primary input",
  "crit_path_max_fanout": 6,
  "syn_area_um2": 1110,
  "slew_viol_final": 0,
  "syn-mean-instance-area_um2": 9.68,
  "seq_cells": 0,
  "yosysWarnings": 1,
  "io_pins": 216,
  "first_iter_violations": 5,
  "endpoint": "csr_rsp_data_o[21]",
  "place_hpwl_um": 3640,
  "diodes": 0,
  "drc_errors": 0,
  "hold_path.class": "primary input to primary output",
  "grt_pass1_wl_um": 5550,
  "antenna_found_initial": 0,
  "ys_cells": 115,
  "arrival_ps": 990,
  "startpoint": "acc_csr_rsp_valid_i[1]",
  "portBuffers": 102,
  "grt_max_degree": 7,
  "vias": 876,
  "wl_per_cell_um": 15.8,
  "hold_violations": 0,
  "seq_area_um2": 0,
  "crit_path_max_incr_delay_ps": 290,
  "yosys_area_um2": 1110,
  "rsz0062_at_grt": "true",
  "hold_ws_ps": 400,
  "initCoreUtil_pct": 17.5,
  "drive_gt1_share_pct": 44.4,
  "period_used_pct": 119,
  "setup_viol": 32,
  "cpMostUsedCell": "buf_12",
  "logic_area_um2": 637
}
-- layout by cell type (no fill, tap or decap) --
master	instances
buf_12	4
buf_16	2
buf_2	18
dlygate4sd2_1	44
buf_8	1
buf_6	23
buf_4	3
clkdlybuf4s50_1	10
and2_1	1
or2_4	1
conb_1	37
dlymetal6s2s_1	12
nor2b_1	1
mux2_2	1
mux2_4	31
-- how the worst min path moves through the flow --
stage / depth (start not counted) / to / startpoint / slack [ps]
final: 0 / acc_csr_req_data_o[11] / csr_req_data_i[11] / 400
after CTS: 0 / acc_csr_req_data_o[11] / csr_req_data_i[11] / 400
after global routing: 0 / acc_csr_req_data_o[31] / csr_req_data_i[31] / 400
-- Yosys cell counts --
cell / instances / share of area (%)
conb_1: 1 / 0.34
mux2_4: 27 / 36
mux2_2: 5 / 5.1
and2_1: 1 / 0.56
nor2b_1: 1 / 0.56
buf_12: 2 / 3.6
buf_4: 75 / 51
buf_8: 1 / 1.3
buf_6: 1 / 1.0
or2_2: 1 / 0.56
-- cell type report --
type                       count  share of cell area (%)
tap                           77                    5.10
timing repair buffer         117                    61.2
multi-input combinational     72                    33.7
-- metal layers --
layer | track usage (%) | vias to the layer above | part of all wire, %
li1 | - | 409 | -
met1 | 6.84 | 354 | 33
met2 | 11.1 | 99 | 47
met3 | 4.23 | 14 | 17
met4 | 1.93 | 0 | 2.0
met5 | 0 | - | 0
-- cell families (layout without fill, tap and decap cells) --
kind of cell / count (synthesis) / count (layout) / synth area share [%]
buffers and inverters: 79 / 117 / 56.5
AND/OR/NAND/NOR: 3 / 3 / 1.69
multiplexers: 32 / 32 / 41.5
other: 1 / 37 / 0.337
-- what timing repair did --
item / in CTS / in global routing
pin swaps: 1 / 0
gates cloned: 2 / 0
buffers inserted: 10 / 0
endpoints found under the setup margin: 35 / 34
resized: 173 / 28
-- report_power, final --
part,internal (uW),switching [uW]
combinational,516,160
clock,0,0
sequential,0,0
total,516,160
-- metrics by stage --
stage               instance area, um^2  power, uW  setup slack (ps)
global route                       1890        727              -205
floorplan                          1250        394              52.4
detailed placement                 1780        698              -523
CTS                                1780        653              -186
global placement                   1780        699              -529
finish                             1890        676              -188
No activity file was given, so power comes from the tool's default toggle rates.
