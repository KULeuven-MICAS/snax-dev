==> ./design.v <==
module simple_alu #(
  parameter int unsigned DataWidth = 64
)(
  input  logic                 clk_i,
  input  logic                 rst_ni,
  input  logic [DataWidth-1:0] a_i,
  input  logic                 a_valid_i,
  output logic                 a_ready_o,
  input  logic [DataWidth-1:0] b_i,
  input  logic                 b_valid_i,
  output logic                 b_ready_o,
  output logic [DataWidth-1:0] result_o,
  output logic                 result_valid_o,
  input  logic                 result_ready_i,
  input  logic [          1:0] alu_config_i
);
  localparam int unsigned CsrAddrAdd = 0;
  localparam int unsigned CsrAddrSub = 1;
  localparam int unsigned CsrAddrMul = 2;
  localparam int unsigned CsrAddrXor = 0;
  logic [2*DataWidth-1:0] result_wide;
  logic input_success;
  logic output_success;
  logic result_success;
  logic result_valid;
  assign input_success  = a_valid_i && b_valid_i;
  assign output_success = result_valid_o && result_ready_i;
  always_ff @ (posedge clk_i or negedge rst_ni) begin
    if (!rst_ni) begin
      result_wide  <= {DataWidth{1'b0}};
      result_valid <= 1'b0;
    end else begin
      if(input_success) begin
        case(alu_config_i)
          CsrAddrSub: result_wide <= a_i - b_i;
          CsrAddrMul: result_wide <= a_i * b_i;
          CsrAddrXor: result_wide <= a_i ^ b_i;
          default:    result_wide <= a_i + b_i;
        endcase
        result_valid <= 1'b1;
      end else if (output_success) begin
        result_wide  <= {DataWidth{1'b0}};
        result_valid <= 1'b0;
      end else begin
        result_wide  <= result_wide;
        result_valid <= result_valid;
      end
    end
  end
  assign a_ready_o      = input_success;
  assign b_ready_o      = input_success;
  assign result_valid_o = result_valid;
  assign result_o       = result_wide[DataWidth-1:0];
endmodule
module simple_alu_csr #(
  parameter int unsigned RegCount     = 8,
  parameter int unsigned RegDataWidth = 32,
  parameter int unsigned RegAddrWidth = $clog2(RegCount)
)(
  input  logic                     clk_i,
  input  logic                     rst_ni,
  input  logic [RegAddrWidth-1:0] csr_addr_i,
  input  logic [RegDataWidth-1:0] csr_wr_data_i,
  input  logic                     csr_wr_en_i,
  input  logic                     csr_req_valid_i,
  output logic                    csr_req_ready_o,
  output logic [RegDataWidth-1:0] csr_rd_data_o,
  output logic                    csr_rsp_valid_o,
  input  logic                    csr_rsp_ready_i,
  output logic               [1:0] csr_alu_config_o
);
  logic [RegDataWidth-1:0] csr_reg_set [RegCount];
  logic req_success;
  assign csr_req_ready_o = 1'b1;
  assign req_success = csr_req_valid_i && csr_req_ready_o;
  always_ff @ (posedge clk_i or negedge rst_ni) begin
    if(!rst_ni) begin
      for( int i = 0; i < RegCount; i++) begin
        csr_reg_set[i] <= {RegDataWidth{1'b0}};
      end
    end else begin
      if(req_success && csr_wr_en_i) begin
        csr_reg_set[csr_addr_i] <= csr_wr_data_i;
      end else begin
        csr_reg_set[csr_addr_i] <= csr_reg_set[csr_addr_i];
      end
    end
  end
  logic rsp_success = csr_rsp_valid_o && csr_rsp_ready_i;
  always_ff @ (posedge clk_i or negedge rst_ni) begin
    if(!rst_ni) begin
      csr_rd_data_o   <= {RegDataWidth{1'b0}};
      csr_rsp_valid_o <= 1'b0;
    end else begin
      if(req_success) begin
        csr_rd_data_o    <= csr_reg_set[csr_addr_i];
        csr_rsp_valid_o <= 1'b1;
      end else if (rsp_success) begin
        csr_rd_data_o   <= {RegDataWidth{1'b0}};
        csr_rsp_valid_o <= 1'b0;
      end else begin
        csr_rd_data_o   <= csr_rd_data_o;
        csr_rsp_valid_o <= csr_rsp_valid_o;
      end
    end
  end
  assign csr_alu_config_o = csr_reg_set[0][1:0];
endmodule
module simple_alu_wrapper #(
  parameter int unsigned SpatPar       = 4,
  parameter int unsigned DataWidth     = 64,
  parameter int unsigned CsrAddrOffset = 8,
  parameter int unsigned RegCount      = 8,
  parameter int unsigned RegDataWidth  = 32,
  parameter int unsigned RegAddrWidth  = $clog2(RegCount)
)(
  input  logic                           clk_i,
  input  logic                           rst_ni,
  input  logic [(SpatPar*DataWidth)-1:0] a_i,
  input  logic                           a_valid_i,
  output logic                           a_ready_o,
  input  logic [(SpatPar*DataWidth)-1:0] b_i,
  input  logic                           b_valid_i,
  output logic                           b_ready_o,
  output logic [(SpatPar*DataWidth)-1:0] result_o,
  output logic                           result_valid_o,
  input  logic                           result_ready_i,
  input  logic [       RegAddrWidth-1:0] csr_addr_i,
  input  logic [       RegDataWidth-1:0] csr_wr_data_i,
  input  logic                           csr_wr_en_i,
  input  logic                           csr_req_valid_i,
  output logic                           csr_req_ready_o,
  output logic [       RegDataWidth-1:0] csr_rd_data_o,
  output logic                           csr_rsp_valid_o,
  input  logic                           csr_rsp_ready_i
);
  logic [SpatPar-1:0][DataWidth-1:0] a_split;
  logic [SpatPar-1:0][DataWidth-1:0] b_split;
  logic [SpatPar-1:0][DataWidth-1:0] result_split;
  logic [SpatPar-1:0] a_ready;
  logic [SpatPar-1:0] b_ready;
  logic [SpatPar-1:0] result_valid;
  always_comb begin
    for (int i = 0; i < SpatPar; i++) begin
      a_split[i] = a_i[i*DataWidth+:DataWidth];
      b_split[i] = b_i[i*DataWidth+:DataWidth];
      result_o[i*DataWidth+:DataWidth] = result_split[i];
    end
    a_ready_o = &a_ready;
    b_ready_o = &b_ready;
    result_valid_o = &result_valid;
  end
  for (genvar i = 0; i < SpatPar; i ++) begin: gen_spatpar_muls
    simple_alu #(
      .DataWidth      ( DataWidth       )
    ) i_simple_alu (
      .clk_i          ( clk_i           ),
      .rst_ni         ( rst_ni          ),
      .a_i            ( a_split[i]      ),
      .a_valid_i      ( a_valid_i       ),
      .a_ready_o      ( a_ready[i]      ),
      .b_i            ( b_split[i]      ),
      .b_valid_i      ( b_valid_i       ),
      .b_ready_o      ( b_ready[i]      ),
      .result_o       ( result_split[i] ),
      .result_valid_o ( result_valid[i] ),
      .result_ready_i ( result_ready_i  ),
      .alu_config_i   ( csr_alu_config  )
    );
  end
  logic [1:0] csr_alu_config;
  simple_alu_csr #(
    .RegCount         ( RegCount        ),
    .RegDataWidth     ( RegDataWidth    ),
    .RegAddrWidth     ( RegAddrWidth    )
  ) i_simple_alu_csr (
    .clk_i            ( clk_i           ),
    .rst_ni           ( rst_ni          ),
    .csr_addr_i       ( csr_addr_i      ),
    .csr_wr_data_i    ( csr_wr_data_i   ),
    .csr_wr_en_i      ( csr_wr_en_i     ),
    .csr_req_valid_i  ( csr_req_valid_i ),
    .csr_req_ready_o  ( csr_req_ready_o ),
    .csr_rd_data_o    ( csr_rd_data_o   ),
    .csr_rsp_valid_o  ( csr_rsp_valid_o ),
    .csr_rsp_ready_i  ( csr_rsp_ready_i ),
    .csr_alu_config_o ( csr_alu_config  )
  );
endmodule
==> ./run.sh <==
#!/bin/bash
# OpenROAD 26Q1-2900-gdf79404cd8, Yosys 0.63+post, stock flow scripts
make -C /OpenROAD-flow-scripts/flow DESIGN_CONFIG=/design/flow/config.mk WORK_HOME=/design/flow/orfs finish
==> ./config.mk <==
export PLATFORM = sky130hd
export DESIGN_NAME = simple_alu_wrapper
export DESIGN_NICKNAME = simple_alu_wrapper
export VERILOG_FILES = /design/flow/design.v
export SDC_FILE = /design/flow/constraint.sdc
export NUM_CORES = 4
export LEC_CHECK = 1
export CORE_UTILIZATION = 30
==> ./constraint.sdc <==
current_design simple_alu_wrapper

set clk_period 39.7
set clk_io_pct 0.2

create_clock -name clk0 -period $clk_period [get_ports {clk_i}]

set non_clock_inputs [all_inputs -no_clocks]
set_input_delay [expr $clk_period * $clk_io_pct] -clock clk0 $non_clock_inputs
set_output_delay [expr $clk_period * $clk_io_pct] -clock clk0 [all_outputs]
==> results.json <==
{
  "syn_inst": 34190,
  "ys_warn_count": 4,
  "grt_max_degree": 87,
  "die_y_mm": 1.001,
  "top_area_cell": "fa_1",
  "post_cts.repair.setup_buffers": 0,
  "status": "finished clean",
  "clkTransAtPathRegs_ns": 0.06,
  "fin_ws_ns": 20.78,
  "hold-path-endpoint": "gen_spatpar_muls[0].i_simple_alu.result_wide[4]$_DFFE_PN0P_",
  "yosys_area_um2": 299300,
  "path_max_fanout": 23,
  "io_buffers": 846,
  "fin_crit_ns": 18.92,
  "ant_nets": 0,
  "drv_slew": 0,
  "period_used_pct": 47.66,
  "end_kind": "flop",
  "setup_viol": 0,
  "gr-total-overflow": 0,
  "ff2ff_path_depth": 19,
  "common_cells": "inv_1 (7861), fa_1 (7328), nand2_1 (5459)",
  "cts_num_sinks": 549,
  "gp_congestion": 1.016,
  "synthArstFlopShare_pct": 100.0,
  "r2r-start": "i_simple_alu_csr.csr_reg_set[0][1]$_DFFE_PN0N_",
  "drive_above_1_share_pct": 4.127,
  "cts_tree": "built",
  "holdPathStages": 2,
  "synth.distinct_cells": 101,
  "min-delay-start": "gen_spatpar_muls[0].i_simple_alu.result_wide[4]$_DFFE_PN0P_",
  "clk_path_buf_depth": 4,
  "flop_cell": "dfrtp_1",
  "worstPathRequired_ns": 40.42,
  "timing.slew.headroom_pct": 13.93,
  "io_pins": 848,
  "clk_latency_ns": 0.88,
  "slowest_delay_ns": 0.83,
  "max_freq_mhz": 52.85,
  "htreeDepth": 3,
  "cts_hold_buf": 0,
  "track_usage_pct": 27.00,
  "worst_hold_path_type": "flop to flop",
  "cts_made_buffers": 83,
  "cp-start-kind": "input port",
  "fillers": 101672,
  "worst_path_most_repeated_cell": "fa_1",
  "yosys-top-cells-area": "fa_1 (49%), inv_1 (9.9%), and2_1 (7.5%)",
  "grt_setup_unrepaired": "no",
  "die_area_um2": 1002000,
  "setup-tns-final_ns": 0,
  "ys_ff": 549,
  "critPathArrivalTime_ns": 19.64,
  "first_global_vias": 261193,
  "synth.cell_area_um2": 299300,
  "regArea_um2": 13750,
  "viasPerCell": 4.952,
  "hold_violations": 0,
  "tightest_slew_ns": 1.291,
  "maxCapViolCount": 0,
  "wl_per_cell_um": 26.80,
  "cts_resized": 0,
  "warning_count": 29,
  "fp_util_pct": 30.12,
  "coreArea_um2": 993700,
  "top_area_share_pct": 49.02,
  "detail_route.first_pass.iterations": 6,
  "place_ws_ns": 20.13,
  "post-dp-hpwl_mm": 1002,
  "totalWireLength_mm": 1266,
  "mi_logic_area_um2": 248000,
  "route.vias.total": 233920,
  "grt_pass1_wl_mm": 1852,
  "cpMaxStageDelayCell": "o21ai_0",
  "r2r_slack_ns": 31.99,
  "antenna_found_initial": 165,
  "edf_count": 0,
  "finClkSkew_ns": 0.2415,
  "root_buffer": "clkbuf_16",
  "rows": 366,
  "post-synth-top-count-cell": "inv_1",
  "r2r_end": "gen_spatpar_muls[3].i_simple_alu.result_wide[40]$_DFFE_PN0P_",
  "yosysCellCount": 34190,
  "drc": 0,
  "postSynthAreaPerCell_um2": 8.754,
  "drt_iter0_drc": 12363,
  "critPathKind": "input port to flop",
  "die_x_mm": 1.001,
  "area_growth_pct": 8.578,
  "ys_seq_share_pct": 4.590
}
==> metal layers <==
metal	vias to the layer above	wire length (um)	GRT usage (%)	share of wire, %
met5	-	2931	1.738	0.23
met2	13701	538600	38.29	43
met1	118473	444500	32.01	35
li1	98827	-	-	-
met3	2759	200900	17.66	16
met4	160	79380	12.58	6.3
==> flip-flops by register name (all words and copies together), names as in the netlist <==
name,count
gen_spatpar_muls.i_simple_alu.result_valid,4
gen_spatpar_muls.i_simple_alu.result_wide,256
i_simple_alu_csr.csr_rd_data_o,32
i_simple_alu_csr.csr_reg_set,256
i_simple_alu_csr.csr_rsp_valid_o,1
==> per-stage QoR <==
| stage | hold slack [ns] | area, um2 | util [%] | instances |
|---|---|---|---|---|
| 6_report | 0.4666 | 325000 | 32.70 | 47240 |
| 3_5_place_dp | 0.4595 | 321900 | 32.39 | 46997 |
| 3_3_place_gp | 0.4548 | 321900 | 32.39 | 46997 |
| 4_1_cts | 0.4733 | 324700 | 32.68 | 47143 |
| 2_1_floorplan | 0.4143 | 299300 | - | 34190 |
| 5_1_grt | 0.4855 | 324800 | 32.68 | 47170 |
==> placed cells by master, fill, tap and decap left out, types with 71 or more instances in the layout <==
| cell | count |
|---|---|
| a211oi_1 | 96 |
| a22o_1 | 79 |
| fa_1 | 7328 |
| diode_2 | 97 |
| a21o_1 | 380 |
| xor2_1 | 451 |
| mux2i_1 | 121 |
| nand4_1 | 79 |
| dfrtp_1 | 547 |
| o21ai_0 | 789 |
| clkdlybuf4s50_1 | 593 |
| nand3_1 | 102 |
| nor2b_1 | 77 |
| a21oi_1 | 787 |
| buf_2 | 245 |
| a31oi_1 | 82 |
| and2_1 | 3591 |
| buf_4 | 893 |
| nand2b_1 | 79 |
| o21bai_1 | 81 |
| nor2_1 | 518 |
| nand2_1 | 5450 |
| clkbuf_16 | 83 |
| o31ai_1 | 78 |
| xnor2_1 | 873 |
| ha_1 | 1628 |
| nor3_1 | 121 |
| inv_1 | 7859 |
| a221oi_1 | 93 |
| o21a_1 | 71 |
==> logic make-up after synthesis <==
group | after synthesis | synth area share [%]
AND/OR/NAND/NOR | 10279 | 16.47
buffers and inverters | 10042 | 12.61
adder cells (fa/ha/maj) | 8956 | 55.82
AND-OR/OR-AND | 2900 | 6.129
XOR/XNOR | 1325 | 3.878
flip-flops | 549 | 4.590
multiplexers | 138 | 0.4987
other | 1 | 0.001253
==> worst max-delay path, delay by kind of cell <==
kind | cells | cell delay (ns)
buffers and inverters | 11 | 2.19
and+or+nand+nor | 2 | 0.27
xor gates and xnor gates | 1 | 0.19
adders and majority gates | 11 | 5.40
AOI/OAI and AO/OA | 10 | 3.62
==> final cells by class <==
class,instances,area share (%)
Antenna cell,97,0.07470
Clock buffer,111,0.7054
Clock inverter,35,0.1736
Inverter,7863,9.087
Multi-Input combinational cell,23599,76.32
Sequential cell,549,4.230
Tap cell,13248,5.101
Timing Repair Buffer,1738,4.309
==> how the worst max path moves through the flow <==
| stage | startpoint | to | slack (ns) | cells past startpoint |
|---|---|---|---|---|
| 5_1_grt | b_i[70] | gen_spatpar_muls[1].i_simple_alu.result_wide[62]$_DFFE_PN0P_ | 20.66 | 35 |
| 6_report | b_i[70] | gen_spatpar_muls[1].i_simple_alu.result_wide[62]$_DFFE_PN0P_ | 20.78 | 35 |
| 4_1_cts | b_i[70] | gen_spatpar_muls[1].i_simple_alu.result_wide[62]$_DFFE_PN0P_ | 21.02 | 35 |
